===== ./constraint.sdc =====
current_design TAP_half

set clk_period 1.2
set clk_io_pct 0.2

create_clock -name clk0 -period $clk_period [get_ports {clk}]

set non_clock_inputs [all_inputs -no_clocks]
set_input_delay [expr $clk_period * $clk_io_pct] -clock clk0 $non_clock_inputs
set_output_delay [expr $clk_period * $clk_io_pct] -clock clk0 [all_outputs]

===== ./design.v =====
module TAP_half(clk, TRST, TMS, output1, state_obs0, state_obs1, state_obs2);  
    input clk, TRST, TMS; 
    output output1, state_obs0, state_obs1, state_obs2; 
    reg output1, state_obs0, state_obs1, state_obs2;  
    reg[1:0] state; 
    parameter [3:0] Test_logic_Reset = 4'b0000, Run_Test_Idle = 4'b0001,
                    Select_DR_Scan = 4'b0010, Capture_DR = 4'b0011, Shift_DR = 4'b0100, Exit1_DR = 4'b0101, Pause_DR = 4'b0110, Exit2_DR = 4'b0111, Update_DR = 4'b1000,
                    Select_IR_Scan = 4'b1001, Capture_IR = 4'b1010, Shift_IR = 4'b1011, Exit1_IR = 4'b1100, Pause_IR = 4'b1101, Exit2_IR = 4'b1110, Update_IR = 4'b1111;
    always @(posedge clk or posedge TRST)
        begin 
            if (TRST==1) begin
                state <= Test_logic_Reset; 
                output1    <= 0;
                state_obs0 <= 0;
                state_obs1 <= 0;
                state_obs2 <= 0;    
            end
            else 
                case (state)
                    Test_logic_Reset: begin
                        if (TMS==1) begin
                            state <= Test_logic_Reset; 
                            output1    <= 0; 
                            state_obs0 <= 0;
                            state_obs1 <= 0;
                            state_obs2 <= 0;    
                        end 
                        else if (TMS==0) begin
                            state <= Run_Test_Idle; 
                            output1    <= 0;
                            state_obs0 <= 1;
                            state_obs1 <= 0;
                            state_obs2 <= 0;    
                        end
                    end
                    Run_Test_Idle: begin
                        if (TMS==1) begin
                            state <= Select_DR_Scan; 
                            output1    <= 1;
                            state_obs0 <= 0;
                            state_obs1 <= 1;
                            state_obs2 <= 0;    
                        end
                    end
                    Select_DR_Scan: begin
                        if (TMS==1) begin
                            state <= Test_logic_Reset; 
                            output1    <= 0;
                            state_obs0 <= 0;
                            state_obs1 <= 0;
                            state_obs2 <= 0;    
                        end
                    end
                    default: begin 
                        state <= Test_logic_Reset; 
                        output1    <= 0;
                        state_obs0 <= 0;
                        state_obs1 <= 0;
                        state_obs2 <= 0;    
                    end
                endcase
        end 
endmodule 

===== ./run.sh =====
#!/bin/bash
# OpenROAD 26Q1-2900-gdf79404cd8, Yosys 0.63+post, stock flow scripts
make -C /OpenROAD-flow-scripts/flow DESIGN_CONFIG=/design/flow/config.mk WORK_HOME=/design/flow/orfs finish

===== ./config.mk =====
export PLATFORM = sky130hd
export DESIGN_NAME = TAP_half
export DESIGN_NICKNAME = TAP_half
export VERILOG_FILES = /design/flow/design.v
export SDC_FILE = /design/flow/constraint.sdc
export NUM_CORES = 4
export LEC_CHECK = 1
export CORE_AREA = 10 10 70 70
export DIE_AREA = 0 0 80 80

==> flow.log <==
[metrics] run summary
[metrics] result of the run: finished clean
[metrics] yosys synthesis chip area: 208 um^2
[metrics] total setup violations reported at the end of the flow: 0
[metrics] Buf+Inv Stages, Crit Path: 2
[metrics] depth of the most critical reg-to-reg path: 2
[metrics] Total Die Area: 6400 um^2
[metrics] peak clock frequency supported by timing: 871 MHz
[metrics] mean routed wirelength per cell: 6.31 um
[metrics] worst-path maximum fanout: 2
[metrics] worst slack on hold paths: 0.191 ns
[metrics] mean instance size in the synthesized netlist: 11.5 um^2
[metrics] Register-to-Register Setup Slack: 0.14 ns
[metrics] number of global-route vias before repair: 164
[metrics] number of pins exceeding their max-slew limit in the final report: 0
[metrics] initial drt markers: 20
[metrics] cell with the biggest individual delay on the critical path: sky130_fd_sc_hd__dfrtp_1
[metrics] count of synthesis-stage warnings from yosys: 1
[metrics] Reg-to-Reg End: state_obs0
[metrics] number of stages on the worst setup path: 2
[metrics] Total Wirelength: 467 um
[metrics] Lkg Pwr: 0.156 nW
[metrics] number of buffers inserted during clock tree synthesis: 3
[metrics] Critical Path End Type: output port
[metrics] family of cells with the greatest summed delay on the critical path: flip-flops
[metrics] die y size: 80 um
[metrics] FP Core Util: 6.08%
[metrics] overall routing resource usage: 1.65%
[metrics] core outline area: 3420 um^2
[metrics] fraction of the cycle the final worst path needs: 95.6%
[metrics] total standard cell area after synthesis: 208 um^2
[metrics] pin count of the biggest net entering global routing: 6
[metrics] RSZ-0062 raised after global routing: no
[metrics] fillers: 400
[metrics] largest area contributor in the synthesized netlist: sky130_fd_sc_hd__dfrtp_1
[metrics] Worst setup endpoint: output1
[metrics] first-pass detailed-route iteration total: 3
[metrics] number of antenna violations at the first check in global routing: 0
[metrics] total number of H-tree levels: 1
[metrics] areal power density over the cells: 1310 nW/um^2
[metrics] number of buffers inserted for hold repair after clock tree synthesis: 0
[metrics] biggest area contributors in the synthesized netlist: sky130_fd_sc_hd__dfrtp_1 (48%), sky130_fd_sc_hd__dfstp_2 (13%), sky130_fd_sc_hd__buf_4 (7.2%)
[metrics] global-route wire length before repair: 738 um
[metrics] Die X-Extent: 80 um
[metrics] min-delay worst type: in -> async
[metrics] row cnt: 21
[metrics] post-synthesis cell count from yosys: 18
[metrics] combinational cell area excluding buffers and inverters: 62.6 um^2
[metrics] first element of the critical path: output1
[metrics] number of top-level pins: 7
[metrics] routed wire length on met2: 147 um
[metrics] stage-log warning count: 25
[metrics] number of synthesized register bits: 5
[metrics] CTS max path bufs: 2
[metrics] sequence of cells on the critical path: buf_6 -> clkdlybuf4s15_1
[metrics] routability-driven placement congestion ratio: 0.736
[metrics] root buffer cell: sky130_fd_sc_hd__clkbuf_4
[metrics] global-route congestion overflow total: 0
[metrics] peak per-stage delay on the critical path: 0.38 ns
[metrics] metal3 WL: 127 um
[metrics] required time at the endpoint of the critical path: 0.96 ns
[metrics] total vias in the final route: 163
[metrics] CTS clk-pin slew, worst paths: 0.05 ns
[metrics] type of the worst setup path: reg -> out
[metrics] Min Clock Period, post-route: 1.15 ns
[metrics] top area contributor share: 48.2%
[metrics] mean number of vias per cell: 2.20
[metrics] worst vdd rail ir drop: 207 uV
[metrics] final antenna diode count: 0
[metrics] max-cap violations: 0
[metrics] total DRC errors in the routed layout: 0
[metrics] worst setup slack after layout: 0.0524 ns
[metrics] met1 WL: 182 um
[metrics] sequential cell area: 126 um^2
[metrics] fraction of layout cells with a size suffix above 1: 32.1%
[metrics] startpoint class of the critical path: flip-flop
[metrics] skew final: 0.00914 ns
[metrics] sequential-to-total area share from yosys stat: 60.8%
[metrics] total negative slack: 0 ns
[metrics] Skew-Pair Late Insertion Delay: 0.25 ns
[metrics] IO Port Bufs: 5
[metrics] Critical Path AT: 0.91 ns
[metrics] top routing layer used: met4
[metrics] post-synthesis cell type count: 13
[metrics] synthesis-to-finish area growth: 68.7%
[metrics] start of the worst register-to-register path: state[0]
[metrics] number of failing hold endpoints at the final stage: 0
[metrics] Place WS: 0.0395 ns
[metrics] instance count of the mapped netlist: 18
[metrics] Total Power: 0.000458 W
[metrics] clock tree from TritonCTS: built
[metrics] clk sinks: 5
[metrics] remaining antenna violation count: 0
==> cells by family (layout without fill, tap and decap cells) <==
logic type	after synthesis	after routing	synth area share (%)
other cells	1	1	1.81
simple gates	4	4	10.8
buf+inv	3	13	9.03
compound gates	5	5	17.5
flops	5	5	60.8
==> how the worst min path moves through the flow <==
stage	from	end	slack (ns)	cells after the start
CTS	TRST	output1	0.19	2
global route	TRST	state_obs0	0.22	2
finish	TRST	state_obs0	0.19	2
==> routing by layer <==
layer,vias to the layer above,track usage [%]
li1,76,-
met1,75,1.41
met2,9,1.85
met3,3,2.73
met4,0,0.528
met5,-,0
==> synthesized netlist by cell type (all sizes together) <==
library cell and instances:
o22a 1, conb 1, a21oi 1, dfrtp 4, or3b 1, buf 2, o21a 1, nor2 2
o21ai 1, inv 1, a21o 1, nor2b 1, dfstp 1
==> cell usage in the layout (no fill, tap or decap), types with 2 or more instances in the layout <==
cell type / instances
sky130_fd_sc_hd__buf_4: 2
sky130_fd_sc_hd__clkbuf_4: 3
sky130_fd_sc_hd__clkdlybuf4s50_1: 2
sky130_fd_sc_hd__dfrtp_1: 4
sky130_fd_sc_hd__dlygate4sd2_1: 2
sky130_fd_sc_hd__nor2_1: 2
==> timing repair <==
action | 4_1_cts | 5_1_grt
endpoints found under the setup margin | 3 | 0
gates resized | 5 | 0
buffers inserted | 2 | 0
==> cell type report <==
type	count	share of cell area [%]
Sequential cell	5	36.1
Inverter	1	1.07
Multi-Input combinational cell	10	17.9
Timing Repair Buffer	8	21.1
Tap cell	46	16.4
Clock buffer	4	7.50
==> power breakdown <==
| part | internal, W | leakage, nW | switching (W) | total (W) |
|---|---|---|---|---|
| logic | 0.0000380 | 0.0756 | 0.0000170 | 0.0000550 |
| clock network | 0.000126 | 0.0150 | 0.0000756 | 0.000202 |
| registers | 0.000188 | 0.0654 | 0.0000129 | 0.000201 |
| total | 0.000352 | 0.156 | 0.000106 | 0.000458 |
==> per-stage QoR <==
stage / cell area, um^2 / instances / util [%]
floorplan: 208 / 18 / -
CTS: 350 / 74 / 10.3
global placement: 308 / 68 / 9.01
finish: 350 / 74 / 10.3
detailed placement: 308 / 68 / 9.01
global route: 350 / 74 / 10.3
No activity file was given, so power comes from the tool's default toggle rates.
