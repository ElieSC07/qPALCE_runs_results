[flow/run.sh]
#!/bin/bash
# OpenROAD 26Q1-2900-gdf79404cd8, Yosys 0.63+post, stock flow scripts
make -C /OpenROAD-flow-scripts/flow DESIGN_CONFIG=/design/flow/config.mk WORK_HOME=/design/flow/orfs finish
[flow/config.mk]
export PLATFORM = sky130hd
export DESIGN_NAME = integer_divider
export DESIGN_NICKNAME = integer_divider
export VERILOG_FILES = /design/flow/design.v
export SDC_FILE = /design/flow/constraint.sdc
export NUM_CORES = 4
export LEC_CHECK = 1
export CORE_AREA = 10 10 70 70
export DIE_AREA = 0 0 80 80
[flow/constraint.sdc]
current_design integer_divider

set clk_period 6.0
set clk_io_pct 0.2

create_clock -name clk0 -period $clk_period

set non_clock_inputs [all_inputs -no_clocks]
set_input_delay [expr $clk_period * $clk_io_pct] -clock clk0 $non_clock_inputs
set_output_delay [expr $clk_period * $clk_io_pct] -clock clk0 [all_outputs]
[flow/design.v]
module integer_divider ( 
    X3, X2, X1, X0, D3, D2, D1, D0,
    Q3, Q2, Q1, Q0, R3, R2, R1, R0  );
  input  X3, X2, X1, X0, D3, D2, D1, D0;
  output Q3, Q2, Q1, Q0, R3, R2, R1, R0;
  wire n17, n18, n19, n21, n22, n23, n24, n25, n26, n27, n28, n29, n30, n31,
    n32, n33, n35, n36, n37, n38, n39, n40, n41, n42, n43, n44, n45, n46,
    n47, n48, n49, n50, n51, n52, n53, n54, n55, n56, n57, n58, n59, n61,
    n62, n63, n64, n65, n66, n67, n68, n69, n70, n71, n72, n73, n74, n75,
    n76, n77, n78, n79, n80, n81, n82, n83, n84, n85, n86, n87, n88, n89,
    n90, n91, n92, n93, n94, n95, n96, n98, n99, n100, n101, n103, n104,
    n105, n106, n108, n109, n110, n111, n113, n114, n115, n116;
  assign n17 = ~D3 & ~D2;
  assign n18 = ~D1 & n17;
  assign n19 = ~X3 & D0;
  assign Q3 = n18 & ~n19;
  assign n21 = ~X3 & D1;
  assign n22 = n17 & ~n21;
  assign n23 = ~X2 & D0;
  assign n24 = ~X3 & ~Q3;
  assign n25 = ~X3 & ~D0;
  assign n26 = X3 & D0;
  assign n27 = ~n25 & ~n26;
  assign n28 = Q3 & ~n27;
  assign n29 = ~n24 & ~n28;
  assign n30 = D1 & n29;
  assign n31 = ~D1 & ~n29;
  assign n32 = ~n30 & ~n31;
  assign n33 = n23 & ~n32;
  assign Q2 = n22 & ~n33;
  assign n35 = ~n23 & ~n32;
  assign n36 = n23 & n32;
  assign n37 = ~n35 & ~n36;
  assign n38 = Q2 & ~n37;
  assign n39 = ~n29 & ~Q2;
  assign n40 = ~n38 & ~n39;
  assign n41 = D2 & ~n40;
  assign n42 = ~D3 & ~n41;
  assign n43 = ~X1 & D0;
  assign n44 = ~X2 & ~D0;
  assign n45 = X2 & D0;
  assign n46 = ~n44 & ~n45;
  assign n47 = Q2 & ~n46;
  assign n48 = ~X2 & ~Q2;
  assign n49 = ~n47 & ~n48;
  assign n50 = D1 & n49;
  assign n51 = ~D1 & ~n49;
  assign n52 = ~n50 & ~n51;
  assign n53 = n43 & ~n52;
  assign n54 = D1 & ~n49;
  assign n55 = ~n53 & ~n54;
  assign n56 = D2 & n40;
  assign n57 = ~D2 & ~n40;
  assign n58 = ~n56 & ~n57;
  assign n59 = ~n55 & ~n58;
  assign Q1 = n42 & ~n59;
  assign n61 = ~X0 & D0;
  assign n62 = ~X1 & ~D0;
  assign n63 = X1 & D0;
  assign n64 = ~n62 & ~n63;
  assign n65 = Q1 & ~n64;
  assign n66 = ~X1 & ~Q1;
  assign n67 = ~n65 & ~n66;
  assign n68 = D1 & n67;
  assign n69 = ~D1 & ~n67;
  assign n70 = ~n68 & ~n69;
  assign n71 = n61 & ~n70;
  assign n72 = D1 & ~n67;
  assign n73 = ~n71 & ~n72;
  assign n74 = ~n43 & ~n52;
  assign n75 = n43 & n52;
  assign n76 = ~n74 & ~n75;
  assign n77 = Q1 & ~n76;
  assign n78 = ~n49 & ~Q1;
  assign n79 = ~n77 & ~n78;
  assign n80 = D2 & n79;
  assign n81 = ~D2 & ~n79;
  assign n82 = ~n80 & ~n81;
  assign n83 = ~n73 & ~n82;
  assign n84 = D2 & ~n79;
  assign n85 = ~n83 & ~n84;
  assign n86 = n55 & ~n58;
  assign n87 = ~n55 & n58;
  assign n88 = ~n86 & ~n87;
  assign n89 = Q1 & ~n88;
  assign n90 = ~n40 & ~Q1;
  assign n91 = ~n89 & ~n90;
  assign n92 = D3 & n91;
  assign n93 = ~D3 & ~n91;
  assign n94 = ~n92 & ~n93;
  assign n95 = ~n85 & ~n94;
  assign n96 = D3 & ~n40;
  assign Q0 = ~n95 & ~n96;
  assign n98 = n85 & n94;
  assign n99 = ~n95 & ~n98;
  assign n100 = Q0 & ~n99;
  assign n101 = n91 & ~Q0;
  assign R3 = n100 | n101;
  assign n103 = n73 & n82;
  assign n104 = ~n83 & ~n103;
  assign n105 = Q0 & ~n104;
  assign n106 = n79 & ~Q0;
  assign R2 = n105 | n106;
  assign n108 = ~n61 & n70;
  assign n109 = ~n71 & ~n108;
  assign n110 = Q0 & ~n109;
  assign n111 = n67 & ~Q0;
  assign R1 = n110 | n111;
  assign n113 = X0 & ~D0;
  assign n114 = ~n61 & ~n113;
  assign n115 = Q0 & ~n114;
  assign n116 = X0 & ~Q0;
  assign R0 = n115 | n116;
endmodule
==> flow_summary_export.csv <==
group,metric,value,unit
placed_design,place.gp.congestion,0.837,
yosys,yosys.area.top_type,"ha_1",
yosys,synth_cells,52,
power_and_ir_drop,clkPwrFrac,0,%
timing,hold_viol,0,
die,die_x,80,um
run_status,violations,"setup timing",
timing,relSlewSlack,82.8,%
yosys,ys_warn_count,0,
die,core-area,0.00342,mm^2
yosys,syn_avg_cell_area,8.30,um^2
yosys,netlist_area,432,um^2
timing,tns,-2.18,ns
placed_design,place_ws,-1.33,ns
setup_path,startpoint,"X3",
final_layout,final_cell_area,952,um^2
placed_design,hpwl,1.12,mm
timing,setup_viol_count_final,5,
worst_hold_path,min_from,"D0",
final_layout,fillCellCount,365,
placed_design,dpl.cell_count,135,
yosys,synth_seq_share,0,%
final_layout,syn_to_final_growth,121,%
yosys,top_cells_by_area,"ha_1 23%, fa_1 14%, nor4_4 9.9%, nor2_1 9.6%, a21oi_1 5.8%",
yosys,synth_cell_type_count,20,
yosys,synth_top_cell_by_count,"nor2_1",
worst_hold_path,hold_depth,5,
routing,drc_errors,0,
worst_hold_path,min_path_type,"in -> out",
die,num_io_pins,16,
setup_path,crit_arrival,5.29,ns
power_and_ir_drop,cellLeakagePower,0.000436,uW
setup_path,setup.worst_path.start_class,"primary input",
setup_path,crit_required,4.80,ns
power_and_ir_drop,power_frac_seq,0,%
grt,antenna_found_initial,0,
setup_path,end_kind,"primary output",
timing,drv_slew,0,
routing,via_count,515,
power_and_ir_drop,p_int,66.3,uW
yosys,synthTopCellsByCount,"11 x nor2_1, 8 x ha_1, 6 x inv_1",
die,fp_util,12.6,%
grt,grt_pass1_wl,2.47,mm
grt,globalRouteOverflowTotal,0,
routing,avgViaCountPerCell,3.58,
placed_design,numPortBuffers,16,
final_layout,n_clock_buffer,0,
job,drv_cap,0,
routing,first_pass_iters,4,
timing,worstMarginPinSlew,0.257,ns
yosys,synth_top_area_share,23.2,%
die,num_rows,21,
grt,grt_usage,4.54,%
routing,diodes,0,
die,chipArea,0.00640,mm^2
power_and_ir_drop,max-vdd-ir-drop,35.9,uV
timing,worst_slack,-0.494,ns
run_status,status,"finished, violations left",
routing,final_antenna_net_count,0,
grt,grt_max_degree,8,
final_layout,seq_cells,0,
final_layout,drive_gt1_share,65.3,%
die,die.size.y,80,um
yosys,ys_area,432,um^2
power_and_ir_drop,p_switching,43.5,uW
setup_path,critical_path.max_fanout,5,
placed_design,dpl_cell_area,857,um^2
power_and_ir_drop,pwr-share-comb,100.0,%
timing,finalClockPeriodUsage,108,%
job,tool_warnings,35,
routing,drt-total-wl,1.46,mm
setup_path,worstSetupPathType,"in -> out",
final_layout,fin_cells,144,
routing,first_iter_violations,19,
power_and_ir_drop,power.density,115,mW/mm^2
yosys,yosys_cells,52,
timing,min_period,6.49,ns
power_and_ir_drop,swShare,39.6,%
final_layout,seq_area,0,um^2
timing,rsz0062_at_grt,"yes",
timing,clock.fmax,0.154,GHz
routing,wire_per_inst,10.1,um
grt,first_global_vias,561,
worst_hold_path,hold-path-endpoint,"R0",
[final cells by class]
type               instances  area, um^2  area share [%]
inverters                  7        28.8            3.02
multi-input cells         44         485            51.0
repair buffers            47         380            39.9
well taps                 46        57.6            6.04
[cells in the final DEF, fill, tap and decap left out, drive strengths merged]
cell type,n
nand2,2
inv,7
clkbuf,3
or3,1
a211oi,1
nor4,2
buf,38
a221o,1
nor2b,3
a21oi,6
nor2,11
o21ai,1
ha,8
a221oi,1
clkdlybuf4s50,6
a32o,1
a211o,1
mux2i,2
fa,3
[worst max-delay path by stage]
| stage | to | slack (ns) | cells after the start |
|---|---|---|---|
| after CTS | R1 | -0.82 | 24 |
| after global routing | R1 | -0.74 | 23 |
| final | R2 | -0.49 | 24 |
[critical path, cell delays in order]
cell,delay [ns]
buf_8,0.10
inv_4,0.05
ha_4,0.13
nor4_4,0.04
buf_4,0.14
a211oi_2,0.21
nor2_1,0.06
ha_2,0.19
nor4_4,0.24
mux2i_1,0.27
inv_1,0.09
fa_2,0.36
ha_4,0.17
or3_4,0.34
nor2_4,0.09
a21oi_2,0.05
fa_2,0.34
fa_2,0.38
ha_4,0.18
a21oi_4,0.23
buf_6,0.14
nor2b_4,0.12
a211o_1,0.09
buf_2,0.09
[cell families (layout without fill, tap and decap cells)]
logic type	Yosys count	after routing	synth area share, %
AND/OR/NAND/NOR	19	19	28.7
AND-OR/OR-AND	12	12	20.9
adder cells (fa/ha/maj)	11	11	37.1
buffers and inverters	8	54	8.69
multiplexers	2	2	4.64
[power by group through the flow]
stage / Sequential, uW / Combinational, uW / Clock [uW]
after CTS: 0 / 113 / 0
after global routing: 0 / 123 / 0
final: 0 / 110 / 0
[repair_timing]
action	in CTS	in global routing
hold buffers	0	0
setup buffers	11	3
gates resized	44	8
cloned	0	0
pin swaps	20	17
endpoints found under the setup margin	6	6
[per-layer routing]
metal | track usage (%) | routed length (um) | vias up
li1 | - | - | 279
met1 | 6.66 | 754 | 224
met2 | 6.74 | 574 | 12
met3 | 1.36 | 131 | 0
met4 | 0 | 0 | 0
met5 | 0 | 0 | -
[metrics by stage]
stage               hold WS [ns]  total power, uW  utilization (%)
detailed placement          3.35             94.6             25.1
CTS                         2.88              113             28.4
finish                      2.88              110             27.9
floorplan                   2.42             44.0                -
global placement            3.35             93.2             25.1
global route                2.91              123             27.9
No activity file was given, so power comes from the tool's default toggle rates.
