## /design/flow/design.v

```verilog
module KSA4_new (a0, a1, a2, a3, b0, b1, b2, b3, cin, sum0, sum1, sum2, sum3, cout);
input a0, a1, a2, a3, b0, b1, b2, b3, cin;
output sum0, sum1, sum2, sum3, cout;
wire p0, p1, p2, p3, g0, g1, g2, g3, cp0, cp1, cp2, cp3, cg0, cg1, cg2, cg3, ccg0, ccg1, ccg2, ccg3, ccp0, ccp1, ccp2, ccp3, c0, c1, c2, c3;
assign p0 = a0 ^ b0;
assign g0 = a0 & b0;
assign p1 = a1 ^ b1;
assign g1 = a1 & b1;
assign p2 = a2 ^ b2;
assign g2 = a2 & b2;
assign p3 = a3 ^ b3;
assign g3 = a3 & b3;
assign cg0 = (p0 & cin) | g0;
assign cp0 = p0;
assign cg1 = (p1 & g0) | g1;
assign cp1 = p1 & p0;
assign cg2 = (p2 & g1) | g2;
assign cp2 = p2 & p1;
assign cg3 = (p3 & g2) | g3;
assign cp3 = p3 & p2;
assign ccg0 = cg0;
assign ccp0 = cp0;
assign ccg1 = (cp1 & cin) | cg1;
assign ccp1 = cp1;
assign ccg2 = (cp2 & cg0) | cg2;
assign ccp2 = cp2 & cp0;
assign ccg3 = (cp3 & cg1) | cg3;
assign ccp3 = cp3 & cp1;
assign c0 = ccg0;
assign c1 = ccg1;
assign c2 = ccg2;
assign c3 = ccg3;
assign sum0 = p0 ^ cin;
assign sum1 = p1 ^ c0;
assign sum2 = p2 ^ c1;
assign sum3 = p3 ^ c2;
assign cout = (ccp3 & cin) | ccg3;
endmodule
```

## /design/flow/run.sh

```bash
#!/bin/bash
# OpenROAD 26Q1-2900-gdf79404cd8, Yosys 0.63+post, stock flow scripts
make -C /OpenROAD-flow-scripts/flow DESIGN_CONFIG=/design/flow/config.mk WORK_HOME=/design/flow/orfs finish
```

## /design/flow/config.mk

```make
export PLATFORM = sky130hd
export DESIGN_NAME = KSA4_new
export DESIGN_NICKNAME = KSA4_new
export VERILOG_FILES = /design/flow/design.v
export SDC_FILE = /design/flow/constraint.sdc
export NUM_CORES = 4
export LEC_CHECK = 1
export CORE_AREA = 10 10 70 70
export DIE_AREA = 0 0 80 80
```

## /design/flow/constraint.sdc

```tcl
current_design KSA4_new

set clk_period 3.8
set clk_io_pct 0.2

create_clock -name clk0 -period $clk_period

set non_clock_inputs [all_inputs -no_clocks]
set_input_delay [expr $clk_period * $clk_io_pct] -clock clk0 $non_clock_inputs
set_output_delay [expr $clk_period * $clk_io_pct] -clock clk0 [all_outputs]
```

==> GITHUB_STEP_SUMMARY <==
## Implementation flow summary

| Metric | Value |
|---|---|
| Status | `finished, final reports clean` |
| Worst-Margin Slew | `roughly 0.17 ns` |
| Die area | `about 6400 µm²` |
| CP Class | `input port to output pin` |
| Width of the die | `around 80 µm` |
| Synthesized area | `168 µm²` |
| P_leak | `approximately 0.14 nW` |
| Slew HR | `around 88%` |
| YS chip area | `about 170 µm²` |
| FP Core Util | `between 4 and 5%` |
| Gr ovfl total | `0` |
| Fmax | `0.288 GHz` |
| Synth unique cells | `11` |
| Setup tns final | `0 ns` |
| Die y size | `around 80 µm` |
| Post-synth top cells | `4 x ha_1, 4 x inv_1, 4 x nor2_1` |
| Post-synth mux share | `0%` |
| CP Launch Type | `input port` |
| DRC violations left | `0` |
| Top cells by area | `ha_1 30%, fa_1 12%, xnor2_1 10%` |
| Area delta synth->final | `118%` |
| Post_cts resized | `0` |
| Crit path capture type | `output pin` |
| Unrepaired setup endpoints after global routing | `false` |
| Top logic family | `adder cells` |
| Final setup fails | `0` |
| Routed Antenna Nets | `0` |
| HP Class | `input port to output pin` |
| HPWL after detailed placement | `524 µm` |
| WHS | `approximately 2.6 ns` |
| Vias per inst | `about 2.3` |
| Yosys cell count | `22` |
| VDD IR max | `~0.000017 V` |
| WL final | `between 500 and 600 µm` |
| Max-slew violation count | `0` |
| DR vias | `190` |
| # diodes | `0` |
| Initial drt markers | `1` |
| Synth Area in Compound Gates | `around a fifth` |
| CP Data Arrival Time | `approximately 2.7 ns` |
| Crit Path Max Fanout | `2` |
| P per Cell Area | `140 nW/µm²` |
| Pin count of the biggest net entering global routing | `5` |
| Synth warnings | `0` |
| CP Data Required Time | `around 3.0 ns` |
| Core area | `3420 µm²` |
| GRT Overall Usage | `1.50%` |
| Sequential share of the synthesized area | `0%` |
| I/O pins | `14` |
| DR WL/cell | `about 6.6 µm` |
| Drt pass-1 iters | `4` |
| Syn Area/Cell | `between 7 and 8 µm²` |
| CLK BUF | `0` |
| Post-layout minimum cycle time | `~3.5 ns` |
| Tool warnings | `32` |
| Fraction of layout cells with a size suffix above 1 | `approximately 2.8%` |
| Mapped Cells | `22` |
| First-pass GRT wire length | `just over 800 µm` |
| # Post-CTS Setup Buffers | `0` |
| Area share of the largest cell type after synthesis | `29.9%` |
| Routability Congestion | `between 0.7 and 0.8` |
| Cts hold-fix bufs | `0` |
| Simple share | `12.7%` |
| Row count | `21` |
| Final Hold Viols | `0` |
| Number of global-route vias before repair | `roughly 170` |
| Max cap viols | `0` |
| Period utilisation layout | `slightly above 90%` |
| Seq. cell area | `0 µm²` |
| Seq_cells | `0` |
| XOR/XNOR Area Share | `15.7%` |
| Initial antenna violation count | `0` |
| Adder share | `a little over two fifths` |
| Cell taking the most area after synthesis | `ha_1` |
| PortBufs | `14` |
-- power breakdown --
group          switching [mW]  internal (mW)  leakage (nW)  total, mW
clock                       0              0             0          0
combinational          0.0158         0.0353         0.145     0.0511
sequential                  0              0             0          0
-- area by class of cell --
type,count,area (µm²)
Inverter,4,15.0
Tap cell,46,57.6
Timing Repair Buffer,14,140
Multi-Input combinational cell,18,153
Fill cell,406,3050
-- routing by layer --
layer  routed length (µm)  GRT usage (%)  vias up  part of all wire, %
li1                     -              -      101                    -
met1                  245           2.05       79                   45
met2                  223           2.41       10                   41
met3                   74          0.455        0                   14
met4                    0              0        0                    0
met5                    0              0        -                    0
-- cells in the final DEF, fill, tap and decap left out --
cell type        synthesis  layout
o211ai_1                 1       1
clkdlybuf4s50_1          0      14
ha_1                     4       4
nor2_1                   4       4
a211o_1                  1       1
xor2_1                   1       1
fa_1                     1       1
nand2b_1                 1       1
xnor2_1                  2       2
inv_1                    4       4
a21oi_1                  2       2
o21ai_2                  1       1
-- logic make-up (layout without fill, tap and decap cells) --
| logic type | Yosys count | in the layout |
|---|---|---|
| and+or+nand+nor | 5 | 5 |
| AOI/OAI and AO/OA | 5 | 5 |
| adders and majority gates | 5 | 5 |
| xor gates and xnor gates | 3 | 3 |
| buffers and inverters | 4 | 18 |
-- worst max-delay path, cell delays in order --
cell	delay, ns
clkdlybuf4s50_1	0.49
inv_1	0.06
fa_1	0.44
nand2b_1	0.16
a21oi_1	0.15
xor2_1	0.17
clkdlybuf4s50_1	0.49
-- final timing paths --
kind / start / to / slack, ns / depth (start not counted)
worst min-delay path: cin / sum0 / 2.60 / 5
worst max-delay path: a0 / sum3 / 0.33 / 7
-- stage by stage --
step | instances | util (%) | power [mW] | area, µm² | setup slack [ns]
2_1_floorplan | 22 | - | 0.0196 | 168 | 1.41
3_3_place_gp | 82 | 10.7 | 0.0519 | 365 | 0.327
3_5_place_dp | 82 | 10.7 | 0.0526 | 365 | 0.307
4_1_cts | 82 | 10.7 | 0.0526 | 365 | 0.302
5_1_grt | 82 | 10.7 | 0.0571 | 365 | 0.223
6_report | 82 | 10.7 | 0.0511 | 365 | 0.332
Power is estimated from default activity; no workload was simulated.
