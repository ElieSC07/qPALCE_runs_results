`flow/run.sh`:
```
#!/bin/bash
# OpenROAD 26Q1-2900-gdf79404cd8, Yosys 0.63+post, stock flow scripts
make -C /OpenROAD-flow-scripts/flow DESIGN_CONFIG=/design/flow/config.mk WORK_HOME=/design/flow/orfs finish
```
`flow/config.mk`:
```
export PLATFORM = sky130hd
export DESIGN_NAME = state_machine
export DESIGN_NICKNAME = state_machine
export VERILOG_FILES = /design/flow/design.v
export SDC_FILE = /design/flow/constraint.sdc
export NUM_CORES = 4
export LEC_CHECK = 1
export CORE_AREA = 10 10 70 70
export DIE_AREA = 0 0 80 80
```
`flow/constraint.sdc`:
```
current_design state_machine

set clk_period 2.0
set clk_io_pct 0.2

create_clock -name clk0 -period $clk_period [get_ports {clk}]

set non_clock_inputs [all_inputs -no_clocks]
set_input_delay [expr $clk_period * $clk_io_pct] -clock clk0 $non_clock_inputs
set_output_delay [expr $clk_period * $clk_io_pct] -clock clk0 [all_outputs]
```
`flow/design.v`:
```
module state_machine(clk, reset, input1, input2, output1, state_obs1, state_obs0); 
    input clk, reset, input1, input2; 
    output output1, state_obs1, state_obs0; 
    reg output1, state_obs1, state_obs0; 
    reg[1:0] state; 
    parameter [1:0] state_A = 0, state_B = 1, state_C = 2; 
    always @(posedge clk or posedge reset)
        begin 
            if (reset==1) begin
                state <= state_A; 
                output1    <= 0;
                state_obs1 <= 0;
                state_obs0 <= 0;
            end
            else 
                case (state)
                    state_A: begin
                        if ((input1==1) && (input2==0)) begin
                            state <= state_C; 
                            output1    <= 0; 
                            state_obs1 <= 1;
                            state_obs0 <= 0;
                        end
                        else if ((input1==0) && (input2==1)) begin
                            state <= state_B; 
                            output1    <= 1;
                            state_obs1 <= 0;
                            state_obs0 <= 1;
                        end
                    end
                    state_B: begin
                        if ((input1==1) && (input2==1)) begin
                            state <= state_A; 
                            output1    <= 0;
                            state_obs1 <= 0;
                            state_obs0 <= 0;
                        end
                    end
                    state_C: begin
                        if ((input1==1) && (input2==0)) begin
                            state <= state_B; 
                            output1    <= 1;
                            state_obs1 <= 0;
                            state_obs0 <= 1;
                        end
                    end
                    default: begin 
                        state <= state_A; 
                        output1    <= 0;
                        state_obs1 <= 0;
                        state_obs0 <= 0;
                    end
                endcase
        end 
endmodule 
```
==> impl_metrics.yaml <==
# generated from flow reports
yosys:
  compound_area_frac: 0.127
  yosys_warnings: 1
  ys_sh_simple: 0.163
  synth_cell_types: 14
  yosys_area_um2: 314
  ys_ff: 5
  logic_family: "adder cells"
  ys_seq_share: 0.402
  synth_adder_area_share: 0.199
  yosysCellCount: 26
  ys_sh_xor: 0
  synthMuxAreaShare: 0.0359
  syn_area_um2: 314
  syn_inst: 26
  syn_avg_cell_area_um2: 12.1
routing:
  highest_layer: "met3"
  dr.pass1.iters: 2
  drt_iter0_markers: 14
  viasPerCell: 2.65
  met1_length_um: 234
  n_antenna_cell: 0
  ant_nets: 0
  route.met2.wl_um: 207
  via_count: 215
  dr_wl_met3_um: 85
  drc: 0
  wl_per_cell_um: 6.49
  wirelength_um: 526
clock_network:
  clk_pin_slew_worst_paths_ns: 0.04
  cts_buffers: 3
  cts_resized: 0
  htree_levels: 1
  clk_path_buf_depth: 2
  cts_hold_buf: 0
  cts_setup_buffers: 0
  cts_tree: "yes"
  insertion_delay_ns: 0.24
  clockRootBuffer: "clkbuf_4"
  cts_sinks: 5
final_timing:
  clock.fmax_mhz: 622
  rsz0062_at_grt: "no"
  worst_slack_ns: 0.393
  drv_slew: 0
  setup_viol: 0
  hold_violations: 0
  skew_ns: 0.00493
  hold_ws_ns: 0.361
  relSlewSlack: 0.794
  fin_setup_tns_ns: 0
  min_period_ns: 1.61
  tightest_slew_ns: 0.308
  fin_crit_sh: 0.804
placed_design:
  port-buffer-count: 6
  place_ws_ns: 0.131
  routabilityCongestion: 0.768
status:
  status: "completed"
global_routing:
  grt-ovfl-total: 0
  grt_pass1_wl_um: 869
  grt_max_degree: 7
  grtUsageTotal: 0.0184
  grt_pass1_vias: 203
  antenna_found_initial: 0
floorplanning:
  io_pins: 7
  fp_util: 0.0919
  die_y_um: 80
  fp-row-count: 21
  die_w_um: 80
  fp.coreArea_um2: 3420
  dieArea_um2: 6400
run:
  tool_warnings: 29
  cap_viol_max_count: 0
critical_path:
  crit_fanout: 4
  cp-endpoint: "output1$_DFFE_PP0P_"
  cp-start-kind: "input port"
  critPathLaunch: "input2"
  cp.arrival_ns: 1.73
  r2r_start: "state[0]$_DFF_PP1_"
  worstSetupPathType: "input port to register"
  worstPathRequired_ns: 2.12
  r2r_setup_slack_ns: 0.86
  cp-end-kind: "register"
  r2r_end: "output1$_DFFE_PP0P_"
  reg2reg_depth: 3
hold_path:
  min_path_type: "input port to asynchronous set/reset pin"
power_and_ir_drop:
  ir_drop_uv: 154
  power_uw: 234
  power_density_nw_per_um2: 520
  p_leak_uw: 0.000190
layout:
  area_growth_pct: 43.4
  drive_gt1_frac: 0.257
-- metrics by stage --
step           cell area (µm²)  utilization  std cells
2_1_floorplan              314            -         26
3_3_place_gp               424        0.124         77
3_5_place_dp               424        0.124         77
4_1_cts                    450        0.132         81
5_1_grt                    450        0.132         81
6_report                   450        0.132         81
-- cells in the final DEF (no fill, tap or decap), types with 3 or more instances in the layout --
cell	instances
clkdlybuf4s50_1	6
inv_1	4
clkbuf_4	3
nor2b_1	3
ha_1	5
dfrtp_1	4
-- Yosys cell counts --
cell	n	area, µm²
buf_4	1	7.51
mux2_2	1	11.3
o32a_1	1	10.0
nor3_2	1	10.0
nor3b_4	1	18.8
nor2b_1	3	18.8
nand2_1	1	3.75
ha_1	5	62.6
dfrtp_1	4	100
dfstp_2	1	26.3
inv_1	4	15.0
a221o_2	1	11.3
a22o_2	1	10.0
o32ai_1	1	8.76
-- kinds of logic (layout without fill, tap and decap cells) --
| logic type | after synthesis | after routing |
|---|---|---|
| adder cells (fa/ha/maj) | 5 | 5 |
| buffers and inverters | 5 | 14 |
| multiplexers | 1 | 1 |
| flip-flops | 5 | 5 |
| AND/OR/NAND/NOR | 6 | 6 |
| AND-OR/OR-AND | 4 | 4 |
-- critical path, stage by stage --
cell and delay [ns]:
clkdlybuf4s50_1 0.53, inv_1 0.08, ha_1 0.24, nor3b_4 0.23
nor3_2 0.08, o32a_1 0.17
-- power by group --
| part | total, µW | switching [µW] | internal [µW] |
|---|---|---|---|
| Combinational | 19.0 | 9.96 | 9.03 |
| Sequential | 102 | 0 | 102 |
| Clock | 114 | 38.5 | 75.2 |
-- per-layer routing --
| metal | up-vias | global-route usage |
|---|---|---|
| li1 | 108 | - |
| met1 | 100 | 0.0195 |
| met3 | 0 | 0.0250 |
| met4 | 0 | 0.00352 |
| met2 | 7 | 0.0209 |
| met5 | - | 0 |
-- how the worst min path moves through the flow --
stage	startpoint	to	slack, ns
after global routing	reset	state_obs1$_DFFE_PP0P_	0.39
final	reset	output1$_DFFE_PP0P_	0.36
after CTS	reset	state_obs1$_DFFE_PP0P_	0.36
-- layout make-up --
type	count	area (µm²)
fill	394	2970
multi-input combinational	16	165
sequential	5	126
timing repair buffer	6	60.1
tap	46	57.6
clock buffer	4	26.3
inverter	4	15.0
No activity file was given, so power comes from the tool's default toggle rates.
