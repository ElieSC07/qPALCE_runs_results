--- design.v ---
module TAP(clk, TMS, TDO);
  input clk, TMS;
  output TDO;
  reg TDO;
  reg[3:0] St;
  parameter[3:0] TestLogicReset = 0, RunTestIdle = 1, SelectDRScan = 2, CaptureDR = 3, ShiftDR = 4, Exit1DR = 5, PauseDR = 6, Exit2DR = 7, UpdateDR = 8, SelectIRScan = 9, CaptureIR = 10, ShiftIR = 11, Exit1IR = 12, PauseIR = 13, Exit2IR = 14, UpdateIR = 15;
  always @(posedge clk)
  begin
    case (St)
      TestLogicReset :
      begin
        if (TMS == 1'b0)
          St <= RunTestIdle ;
        else
          St <= TestLogicReset ;
      end
      RunTestIdle :
      begin
        if (TMS == 1'b0)
          St <= RunTestIdle ;
        else
          St <= SelectDRScan ;
      end
      SelectDRScan :
      begin
        if (TMS == 1'b0)
          St <= CaptureDR ;
        else
          St <= SelectIRScan ;
      end
      CaptureDR:
      begin
        if (TMS == 1'b0)
          St <= ShiftDR ;
        else
          St <= Exit1DR ;
      end
      ShiftDR:
      begin
        if (TMS == 1'b0)
          St <= ShiftDR ;
        else
          St <= Exit1DR ;
      end
      Exit1DR :
      begin
        if (TMS == 1'b0)
          St <= PauseDR ;
        else
          St <= UpdateDR ;
      end
      PauseDR :
      begin
        if (TMS == 1'b0)
          St <= PauseDR ;
        else
          St <= Exit2DR ;
      end
      Exit2DR :
      begin
        if (TMS == 1'b0)
          St <= ShiftDR ;
        else
          St <= UpdateDR ;
      end
      UpdateDR :
      begin
        if (TMS == 1'b0)
          St <= RunTestIdle ;
        else
          St <= SelectDRScan ;
      end
      SelectIRScan :
      begin
        if (TMS == 1'b0)
          St <= CaptureIR ;
        else
          St <= TestLogicReset ;
      end
      CaptureIR :
      begin
        if (TMS == 1'b0)
          St <= ShiftIR ;
        else
          St <= Exit1IR ;
      end
      ShiftIR:
      begin
        if (TMS == 1'b0)
          St <= ShiftIR ;
        else
          St <= Exit1IR ;
      end
      Exit1IR :
      begin
        if (TMS == 1'b0)
          St <= PauseIR ;
        else
          St <= UpdateIR ;
      end
      PauseIR :
      begin
        if (TMS == 1'b0)
          St <= PauseIR ;
        else
          St <= Exit2IR ;
      end
      Exit2IR:
      begin
        if (TMS == 1'b0)
          St <= ShiftIR ;
        else
          St <= UpdateIR ;
      end
      UpdateIR:
      begin
        if (TMS == 1'b0)
          St <= RunTestIdle ;
        else
          St <= SelectDRScan ;
      end
    endcase
  end
  always @(St)
  begin
    if (St == CaptureDR)
      TDO <= 1'b1;
    else
      TDO <= 1'b0;
  end
endmodule
--- run.sh ---
#!/bin/bash
# OpenROAD 26Q1-2900-gdf79404cd8, Yosys 0.63+post, stock flow scripts
make -C /OpenROAD-flow-scripts/flow DESIGN_CONFIG=/design/flow/config.mk WORK_HOME=/design/flow/orfs finish
--- config.mk ---
export PLATFORM = sky130hd
export DESIGN_NAME = TAP
export DESIGN_NICKNAME = TAP
export VERILOG_FILES = /design/flow/design.v
export SDC_FILE = /design/flow/constraint.sdc
export NUM_CORES = 4
export LEC_CHECK = 1
export CORE_AREA = 10 10 70 70
export DIE_AREA = 0 0 80 80
--- constraint.sdc ---
current_design TAP

set clk_period 2.8
set clk_io_pct 0.2

create_clock -name clk0 -period $clk_period [get_ports {clk}]

set non_clock_inputs [all_inputs -no_clocks]
set_input_delay [expr $clk_period * $clk_io_pct] -clock clk0 $non_clock_inputs
set_output_delay [expr $clk_period * $clk_io_pct] -clock clk0 [all_outputs]
==> flow_summary.json <==
{
  "status": "finished, final reports clean",
  "fill_cells": 403,
  "dp_hpwl_um": 418,
  "ant_nets": 0,
  "top_cell": "dfxtp_1",
  "largest_reg_flops": 4,
  "num_vias": 282,
  "common_cells": "dfxtp_1, a21oi_1, buf_6",
  "cts_setup_buffers": 0,
  "grt_usage_pct": 2.08,
  "path_cells": "nor2_1, and3_1, clkdlybuf4s50_1",
  "io_pins": 3,
  "met1_usage_pct": 2.73,
  "cp-end-kind": "primary output",
  "routed_wl_um": 657,
  "drive_gt1_share_pct": 17.5,
  "setup.worst_path.class": "reg -> out",
  "period_minus_slack_ns": 2.11,
  "required_ns": 2.24,
  "fmax_ghz": 0.474,
  "hold_violations": 0,
  "edf_count": 0,
  "max_stage_delay_ns": 0.60,
  "grt_pass1_vias": 254,
  "dp.cells": 83,
  "finalSetupViolCount": 0,
  "min_path_type": "reg -> reg",
  "via_per_inst": 3.28,
  "grt_pass1_wl_mm": 1.10,
  "cp_top_family": "flip-flops",
  "numCtsBuffers": 3,
  "drtIter0Drc": 18,
  "ys_warn_count": 1,
  "topCellsByArea": "dfxtp_1, buf_6, a21oi_1",
  "ys_seq_share_pct": 24.6,
  "worstPathArrival_ns": 1.55,
  "yosys_most_used_dff": "dfxtp_1",
  "antenna_found_initial": 0,
  "dr.pass1.iters": 3,
  "p_per_area_nw_per_um2": 1060,
  "largestRegisters": "St: 4 flops",
  "grt_overflow": 0,
  "maxSlewViolCount": 0,
  "htreeDepth": 1,
  "cts_hold_buf": 0,
  "postSynthAreaPerCell_um2": 8.13,
  "async_flop_share_pct": 0,
  "clockRootBuffer": "clkbuf_4",
  "top_area_cell": "dfxtp_1",
  "startpoint_type": "flip-flop",
  "tightest_slew_ns": 0.465,
  "crit_fanout": 15,
  "cpMaxStageDelayCell": "dfxtp_1",
  "maxCapViolCount": 0,
  "numPortBuffers": 2,
  "globalplace.congestion": 0.811,
  "initCoreUtil_pct": 9.52,
  "rsz0062_at_grt": "false",
  "syn_inst": 40,
  "clk_pin_slew_worst_paths_ns": 0.04,
  "netlist_area_um2": 325,
  "wl_per_cell_um": 7.64,
  "netlist.area_leader.share_pct": 24.6,
  "core_um2": 3420,
  "leakage_nw": 0.120,
  "die_area_um2": 6400,
  "die_w_um": 80,
  "ys.flops": 4,
  "clk_latency_ns": 0.24,
  "top_register": "St",
  "synth_chip_area_um2": 325,
  "post-route-period-util_pct": 75.3,
  "ys_types": 27,
  "fin_tns_setup_ns": 0,
  "cts_tree": "built",
  "top_usage_layer": "met2",
  "max-slew-margin-rel_pct": 69.0,
  "syn2layout_area_growth_pct": 16.5,
  "warning_count": 25,
  "holdWs_ns": 0.628,
  "fp.dieH_um": 80,
  "clkSinkCount": 4,
  "antenna-diode-count": 0,
  "final_cells": 86,
  "grt_use_met2_pct": 2.73,
  "use_met3_pct": 1.14,
  "critical_path_buf_inv_count": 1,
  "drc": 0,
  "grt_max_degree": 16,
  "cts_buffer_depth": 2,
  "rows": 21,
  "fin_skew_ns": 0.00622,
  "ir_drop_mv": 0.145,
  "cts-resized-gates": 0,
  "ys_cells": 40
}
## kinds of logic after synthesis
| group | count (synthesis) | share of synthesized area [%] |
|---|---|---|
| flops | 4 | 24.6 |
| simple gates | 13 | 26.5 |
| buf+inv | 7 | 16.5 |
| compound gates | 16 | 32.3 |
## report_power, final
| part | leakage, nW | switching [W] | internal, W |
|---|---|---|---|
| logic | 0.0729 | 0.0000628 | 0.0000931 |
| clock network | 0.0138 | 0.0000258 | 0.0000481 |
| registers | 0.0336 | 0.0000842 | 0.0000872 |
## layout make-up
class | count | area, um2 | area share [%]
multi-input cells | 29 | 191 | 50.5
clock buffers | 3 | 22.5 | 5.94
repair buffers | 2 | 20.0 | 5.28
inverters | 2 | 7.51 | 1.98
flip-flops and latches | 4 | 80.1 | 21.1
well taps | 46 | 57.6 | 15.2
## worst paths after layout
check | start | depth (start not counted) | slack, ns | to
hold reg to reg | St[0]$_DFF_P_ | 1 | 0.63 | St[1]$_DFF_P_
setup reg to reg | St[3]$_DFF_P_ | 3 | 1.61 | St[0]$_DFF_P_
setup / recovery | St[3]$_DFF_P_ | 3 | 0.69 | TDO
hold / removal | St[0]$_DFF_P_ | 1 | 0.63 | St[1]$_DFF_P_
## through the flow
step | total power (W) | util, % | setup WS (ns) | area [um2]
floorplan | 0.000335 | - | 1.53 | 325
global placement | 0.000322 | 10.4 | 0.932 | 357
detailed placement | 0.000324 | 10.4 | 0.946 | 357
CTS | 0.000402 | 11.1 | 0.675 | 379
global route | 0.000443 | 11.1 | 0.554 | 379
finish | 0.000401 | 11.1 | 0.692 | 379
## placed cells by master, fill, tap and decap left out, types with 2 or more instances in the layout
| master | count |
|---|---|
| dfxtp_1 | 4 |
| a21oi_1 | 3 |
| clkbuf_4 | 3 |
| nor2_1 | 2 |
| nand2_1 | 2 |
| o21ai_0 | 2 |
| inv_1 | 2 |
| o21ai_1 | 2 |
| o211ai_1 | 2 |
| clkdlybuf4s50_1 | 2 |
## per-layer routing
layer	part of all wire [%]	up-vias
li1	-	144
met1	52	132
met2	43	6
met3	5.0	0
met4	0	0
met5	0	-
Power is estimated from default activity; no workload was simulated.
